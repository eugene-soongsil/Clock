## flow/run.sh

```bash
#!/bin/bash
# OpenROAD 26Q1-2900-gdf79404cd8, Yosys 0.63+post, stock flow scripts
make -C /OpenROAD-flow-scripts/flow DESIGN_CONFIG=/design/flow/config.mk WORK_HOME=/design/flow/orfs finish
```

## flow/config.mk

```make
export PLATFORM = sky130hd
export DESIGN_NAME = clock_segment
export DESIGN_NICKNAME = clock_segment
export VERILOG_FILES = /design/flow/design.v
export SDC_FILE = /design/flow/constraint.sdc
export NUM_CORES = 4
export LEC_CHECK = 1
export CORE_AREA = 10 10 70 70
export DIE_AREA = 0 0 80 80
```

## flow/constraint.sdc

```tcl
current_design clock_segment

set clk_period 1.0
set clk_io_pct 0.2

create_clock -name clk0 -period $clk_period [get_ports {clk}]

set non_clock_inputs [all_inputs -no_clocks]
set_input_delay [expr $clk_period * $clk_io_pct] -clock clk0 $non_clock_inputs
set_output_delay [expr $clk_period * $clk_io_pct] -clock clk0 [all_outputs]
```

## flow/design.v

```verilog
module clock_segment(
    input clk,
    input reset,
    input [5:0] num,
    output reg [7:0] seg
);
reg [7:0] num_seg [9:0];
always@(posedge clk or negedge reset)begin
    if(!reset)
    seg <= 8'b1111_1111;
    else
    seg <= num_seg[num];
end
initial begin
    num_seg[0] <= 8'b1100_0000;
    num_seg[1] <= 8'b1111_1001;
    num_seg[2] <= 8'b1010_0100;
    num_seg[3] <= 8'b1011_0000;
    num_seg[4] <= 8'b1001_1001;
    num_seg[5] <= 8'b1001_0010;
    num_seg[6] <= 8'b1000_0011;
    num_seg[7] <= 8'b1101_1000;
    num_seg[8] <= 8'b1000_0000;
    num_seg[9] <= 8'b1001_1000;
end
endmodule
```

==> Changelog: implementation <==
## Flow update

* Status: finished with violations
* Violated checks: negative setup slack
* Drt wl/cell at 7.85 um
* Final min period at 1.04 ns
* Peak VDD IR at 0.237 mV
* Final wirelength at 777 um
* Max incr delay on CP at 0.51 ns
* CTS Buffer Depth at 2
* PD cells at 1170 nW/um2
* Die width at 80 um
* Cell Area, Synth at 354 um2
* GRT overflow at 0
* Placed cells at 94
* Placed Area at 569 um2
* Max reg flops at 7
* Top Layout Cells: buf_2, buf_4, dfstp_2
* Ys flops at 7
* Worst Path Buf+Inv at 1
* Post-synth seq share at 51.9%
* P&R area growth vs syn at 64.7%
* CTS tree: done
* Period utilization at 104%
* H-tree Lvls at 1
* Fin. max-slew vios at 0
* Die Height at 80 um
* Unique cell types at 17
* Count of tool warnings at 32
* Critical path class: reg2out
* FP Util at 10.4%
* Ys Warns at 1
* Reg clk slew, reported paths at 0.05 ns
* Post-synthesis cell count at 31
* First-pass GRT wire length at 1.17 mm
* CP Cell Sequence: buf_2
* Critical path's top delay family: flip-flops
* Non-Filler Instances at 99
* Crit path DRT at 0.80 ns
* Average size of a mapped cell at 11.4 um2
* # port buffers at 12
* Largest net degree at the start of global routing at 8
* Routability cong. at 0.679
* Chip area at 6400 um2
* Core region area at 3420 um2
* I/O pin count at 16
* Chip area in the Yosys report at 354 um2
* Worst Path Arrival at 0.84 ns
* Layout cell share with drive strength beyond 1 at 58.5%
* Initial DRT Pass Iterations at 2
* Detailed-route DRC error count at 0
* Biggest register: seg
* Vias at 260
* Crit path capture type: output port
* Total negative slack at -0.229 ns
* Worst hold-check path type: in2reg
* Hold_sp: num[2]
* Pre-CTS setup slack at -0.512 ns
* Post-detailed-route count of antenna-violating nets at 0
* Largest regs: seg (7)
* Worst Setup SP: seg[6]
* RSZ-0062 raised after global routing: true
* Final instance area at 583 um2
* Setup WS post-layout at -0.0370 ns
* Endpoints failing hold at 0
* # setup viols final at 7
* Fmax at 0.964 GHz
* Sink Count at 7
* Critical path peak fanout at 1
* Vias in the first global route at 267
* # fillers at 393
* Startpoint Class: flop
* Yosys cell count at 31
* Slowest CP cell: dfstp_2
* Clock root buffer: clkbuf_4
* Cts hold-fix bufs at 0
* DR vias/cell at 2.63
* Worst setup endpoint: seg[6]
* Critical path depth at 1
* DRT iter0 DRCs at 4
* CTS buffer count at 3
* P_leak at 0.269 nW
* Initial antenna violation count at 0
* Dpl hpwl at 640 um
* Number of diodes at 0
* Cell row count at 21
* Max-cap violations at 0
* Total track usage at 2.21%
## cells in the mapped netlist
library cell,n,share of area (%)
dfstp_2,7,52
ha_1,4,14
inv_1,3,3.2
a21oi_1,2,2.8
nand2_1,2,2.1
nand2b_1,2,3.5
and2_2,1,2.1
buf_4,1,2.1
conb_1,1,1.1
mux2i_1,1,2.8
nand2b_2,1,2.5
nor2_1,1,1.1
nor2_2,1,1.8
nor3_1,1,1.4
nor3b_1,1,2.1
o31ai_2,1,3.5
or2_1,1,1.8
## metal layers
metal  track usage [%]  vias to the layer above  wire [um]
met1              2.57                      107        329
met5                 0                        -          0
met4              1.41                        0         34
met2              2.65                       13        276
li1                  -                      138          -
met3              1.82                        2        137
## power breakdown
group,leakage [nW],total (W),internal [W],switching (W)
Sequential,0.0730,0.000315,0.000312,0.00000270
Combinational,0.181,0.000123,0.0000722,0.0000505
Clock,0.0150,0.000244,0.000152,0.0000924
## cells by family after synthesis
logic type | Yosys count | synth area share, %
compound gates | 3 | 6.36
fa+ha+maj | 4 | 14.1
buf+inv | 4 | 5.30
flops | 7 | 51.9
mux | 1 | 2.83
other cells | 1 | 1.06
simple gates | 11 | 18.4
## final cells by class
| class | instances | area (um2) | share of cell area [%] |
|---|---|---|---|
| Timing Repair Buffer | 19 | 140 | 24.0 |
| Tap cell | 46 | 57.6 | 9.87 |
| Inverter | 3 | 11.3 | 1.93 |
| Clock buffer | 4 | 26.3 | 4.51 |
| Multi-Input combinational cell | 20 | 164 | 28.1 |
| Sequential cell | 7 | 184 | 31.5 |
## worst min-delay path by stage
stage / to / cells past startpoint / slack, ns
4_1_cts: seg[3] / 4 / 0.44
5_1_grt: seg[1] / 3 / 0.30
6_report: seg[1] / 3 / 0.28
## repair_timing
action                     4_1_cts  5_1_grt
pin swaps                        1        2
gates resized                   23        6
hold endpoints to repair         0        0
setup buffers                    1        0
setup endpoints to repair       12        9
## stage by stage
step / power (W) / hold slack [ns] / util [%]
floorplan: 0.000356 / 0.0522 / -
global placement: 0.000450 / 0.707 / 16.7
CTS: 0.000689 / 0.439 / 16.6
detailed placement: 0.000450 / 0.715 / 16.7
finish: 0.000682 / 0.282 / 17.1
global route: 0.000718 / 0.303 / 17.1
Power is estimated from default activity; no workload was simulated.
