File: /design/flow/run.sh
#!/bin/bash
# OpenROAD 26Q1-2900-gdf79404cd8, Yosys 0.63+post, stock flow scripts
make -C /OpenROAD-flow-scripts/flow DESIGN_CONFIG=/design/flow/config.mk WORK_HOME=/design/flow/orfs finish
File: /design/flow/config.mk
export PLATFORM = sky130hd
export DESIGN_NAME = clock_div
export DESIGN_NICKNAME = clock_div
export VERILOG_FILES = /design/flow/design.v
export SDC_FILE = /design/flow/constraint.sdc
export NUM_CORES = 4
export LEC_CHECK = 1
export CORE_UTILIZATION = 30
File: /design/flow/constraint.sdc
current_design clock_div

set clk_period 5.1
set clk_io_pct 0.2

create_clock -name clk0 -period $clk_period [get_ports {i_clk}]

set non_clock_inputs [all_inputs -no_clocks]
set_input_delay [expr $clk_period * $clk_io_pct] -clock clk0 $non_clock_inputs
set_output_delay [expr $clk_period * $clk_io_pct] -clock clk0 [all_outputs]
File: /design/flow/design.v
module clock_div(i_clk, i_reset, o_clk_out);
input        i_clk, i_reset;
output       o_clk_out;
reg [31:0] r_cnt;
reg r_clk_out;
always@(posedge i_clk or negedge i_reset)begin
    if(!i_reset)begin
        r_cnt <= 32'd0;
        r_clk_out <= 1'b0;
    end
    else if(r_cnt == 32'd100000000)begin
        r_cnt <= 32'd0;
        r_clk_out <= 1'b1;
    end
    else begin
        r_cnt <= r_cnt + 1;
        r_clk_out <= 1'b0;
    end
end
assign o_clk_out = r_clk_out;
endmodule
==> impl_metrics.json <==
{
  "worst_slew_pin_slew_ns": 0.864,
  "slew_violations": 0,
  "cts_root_buf": "clkbuf_8",
  "synth_stat.cells": 152,
  "hp-class": "reg2reg",
  "cts_tree": "yes",
  "startpoint": "r_cnt[2]",
  "setup_violations": 0,
  "ant_nets": 0,
  "total_leakage_power_uw": 0.000806,
  "core_um2": 5110,
  "clk_pin_slew_worst_paths_ns": 0.07,
  "synth-edff-count": 0,
  "overflow": 0,
  "yosys.stat.chipArea_um2": 1580,
  "finalClockSkew_ns": 0.00455,
  "grtUsageTotal_pct": 12.5,
  "ys_warn_count": 1,
  "ir_worst_vdd_uv": 126,
  "die_h_um": 74.6,
  "insertedDiodeCount": 0,
  "p_sw_share_pct": 19.3,
  "status": "finished, final reports clean",
  "area_leaders": "dfrtp_1, xor2_1, xnor2_1",
  "synthCells": 152,
  "place_congestion": 0.833,
  "rsz0062_at_grt": "false",
  "wl_per_cell_um": 12.5,
  "dpl_cell_area_um2": 1700,
  "tns_ns": 0,
  "ys.flops": 33,
  "regToRegStartpoint": "r_cnt[2]",
  "ioPinCount": 3,
  "power_frac_comb_pct": 1.2,
  "cp_max_fo": 13,
  "synthesis.area_um2": 1580,
  "final_util_pct": 35.6,
  "grt_first_pass_wirelength_um": 5220,
  "post-route-period-util_pct": 48.1,
  "cts.hold.buffers_added": 0,
  "ff_type": "dfrtp_1",
  "regArea_um2": 826,
  "ctsResizeCount": 0,
  "top_area_cell": "dfrtp_1",
  "wirelength_um": 2920,
  "die_area_um2": 5570,
  "max-slew-margin-rel_pct": 41.9,
  "fillers": 510,
  "post_cts_buffers": 0,
  "power.total_uw": 522,
  "warning_count": 26,
  "drc_errors": 0,
  "critPathKind": "reg2reg",
  "cp.required_ns": 5.24,
  "die_w_um": 74.6,
  "worstHoldStart": "r_cnt[31]",
  "area_growth_pct": 14.9,
  "initialDrtViolationCount": 43,
  "combGateArea_um2": 733,
  "postSynthSeqShare_pct": 52.2,
  "clock_latency_ns": 0.28,
  "synth_async_sr_flop_share_pct": 100,
  "drt-pass1-iter-count": 4,
  "period_minus_slack_ns": 2.45,
  "cap_violations": 0,
  "intPower_uw": 422,
  "max_freq_ghz": 0.408,
  "seq_power_share_pct": 50.1,
  "routed_via_density": 4.68,
  "fp_util_pct": 31.0,
  "powerDensity_nw_per_um2": 288,
  "clkSinkCount": 33,
  "preCtsSetupSlack_ns": 2.65,
  "dp_hpwl_um": 1970,
  "grt_pass1_vias": 1129,
  "setup_ws_ns": 2.65,
  "critPathLaunchType": "flop",
  "power.switching_uw": 101,
  "row_count": 26,
  "vias": 1091,
  "critPathCaptureType": "flop",
  "final_hold_viol_count": 0,
  "synth_cell_types": 29,
  "drive_gt1_share_pct": 8.59,
  "r2r_slack_ns": 2.65,
  "synth.most_common_cell": "dfrtp_1",
  "grt_start_max_net_pins": 34,
  "cts_made_buffers": 5,
  "grt_antenna_before_repair": 0,
  "avgSynthCellArea_um2": 10.4,
  "top_cells_by_count": "dfrtp_1, nand3_1, nor2_1, xor2_1, xnor2_1",
  "power.share.clock_pct": 48.7,
  "top_area_share_pct": 52.2,
  "clockBufferDepth": 2,
  "design_area_um2": 1820,
  "ctsHtreeMaxLevel": 2,
  "portBuffers": 2,
  "crit_arrival_ns": 2.59
}
[power by group through the flow]
stage     Clock (µW)  Combinational, µW  Sequential, µW
6_report         255               6.10             262
5_1_grt          274               7.32             261
4_1_cts          261               6.65             262
[registers in the layout (all words and copies together), names as in the netlist]
register / count
r_cnt: 32
r_clk_out: 1
[layout make-up]
| type | count | share of cell area, % |
|---|---|---|
| Multi-Input combinational cell | 114 | 40.4 |
| Tap cell | 70 | 4.82 |
| Inverter | 4 | 0.826 |
| Timing Repair Buffer | 4 | 1.93 |
| Sequential cell | 33 | 45.5 |
| Clock buffer | 6 | 4.55 |
| Clock inverter | 2 | 2.07 |
[critical path: stages, from the launching register on]
cell,delay [ns]
dfrtp_1,0.45
or4b_1,0.54
or4_4,0.55
nor2_1,0.64
nor2_1,0.11
[cell families (layout without fill, tap and decap cells)]
family,after synthesis,count (layout),synth area share [%]
buffers and inverters,5,16,1.42
xor gates and xnor gates,27,27,15.0
DFF,33,33,52.2
and+or+nand+nor,81,81,28.0
adders and majority gates,2,2,1.58
AOI/OAI and AO/OA,4,4,1.82
[cells in the final DEF, fill, tap and decap left out, drive strengths merged]
cell,synthesis,routed
nand2,10,10
nor2b,1,1
or3b,1,1
or4,1,1
and2,2,2
or4b,1,1
or2,1,1
xor2,16,16
or3,1,1
a21oi,2,2
a211o,1,1
clkbuf,0,6
nand4,9,9
and4,2,2
nand2b,1,1
nor4bb,1,1
buf,1,2
and3,5,5
inv,4,4
nor4,5,5
nor3,5,5
nor4b,1,1
dfrtp,33,33
clkdlybuf4s50,0,2
nor2,16,16
xnor2,11,11
clkinvlp,0,1
bufinv,0,1
nand3,18,18
ha,2,2
o211a,1,1
[worst paths after layout]
check	to	cells past startpoint
max in group asynchronous	r_cnt[7]	2
max reg2reg	r_cnt[14]	4
max	r_cnt[14]	4
min	r_cnt[31]	1
min in group asynchronous	r_cnt[3]	2
min reg2reg	r_cnt[31]	1
[per-layer routing]
| layer | vias up | GRT usage, % | wire (µm) |
|---|---|---|---|
| met5 | - | 0 | 0 |
| met4 | 0 | 2.52 | 59 |
| li1 | 557 | - | - |
| met2 | 11 | 17.7 | 1140 |
| met1 | 517 | 20.9 | 1660 |
| met3 | 6 | 2.20 | 64 |
[through the flow]
stage,hold slack [ns],instances
after global routing,0.520,233
after global placement,0.468,225
after floorplan,0.435,152
after CTS,0.484,233
after detailed placement,0.468,225
final,0.483,233
